## flow/config.mk

```make
export PLATFORM = sky130hd
export DESIGN_NAME = VGA_Driver_param
export DESIGN_NICKNAME = VGA_Driver_param
export VERILOG_FILES = /design/flow/design.v
export SDC_FILE = /design/flow/constraint.sdc
export NUM_CORES = 4
export LEC_CHECK = 1
export CORE_AREA = 10 10 110 110
export DIE_AREA = 0 0 120 120
```

## flow/constraint.sdc

```tcl
current_design VGA_Driver_param

set clk_period 2.6
set clk_io_pct 0.2

create_clock -name clk0 -period $clk_period [get_ports {clk}]

set non_clock_inputs [all_inputs -no_clocks]
set_input_delay [expr $clk_period * $clk_io_pct] -clock clk0 $non_clock_inputs
set_output_delay [expr $clk_period * $clk_io_pct] -clock clk0 [all_outputs]
```

## flow/run.sh

```bash
#!/bin/bash
# OpenROAD 26Q1-2900-gdf79404cd8, Yosys 0.63+post, stock flow scripts
make -C /OpenROAD-flow-scripts/flow DESIGN_CONFIG=/design/flow/config.mk WORK_HOME=/design/flow/orfs finish
```

## flow/design.v

```verilog
module VGA_Driver_param #(
    parameter
        H_ACTIVE_VIDEO = 640,
        H_FRONT_PORCH = 16,
        H_SYNC_PULSE = 96,
        H_BACK_PORCH = 48,
        V_ACTIVE_VIDEO = 480,
        V_FRONT_PORCH = 11,
        V_SYNC_PULSE = 2,
        V_BACK_PORCH = 31
)(
    input logic clk, nrst, enable,  
        Rin, Gin, Bin,  
    output logic hsync, vsync, Rout, Gout, Bout,  
    output logic [$clog2(H_ACTIVE_VIDEO):0] hpos, vpos  
);
    logic [$clog2(H_ACTIVE_VIDEO):0] nextHpos, nextVpos;
    typedef enum logic [1:0] {
        ACTIVE_VIDEO,
        FRONT_PORCH,
        SYNC_PULSE,
        BACK_PORCH
    } state_t; 
    state_t hState, vState, 
        nextHState, nextVState;
    always_ff @( posedge clk, negedge nrst ) begin : StateUpdate
        if (~nrst) begin
            hState <= ACTIVE_VIDEO;
            vState <= ACTIVE_VIDEO;
            hpos <= 0;
            vpos <= 0;
        end 
        else if (enable) begin
            hState <= nextHState;
            vState <= nextVState;
            hpos <= nextHpos;
            vpos <= nextVpos;
        end
    end
    always_comb begin : NextStateLogic
        if (hpos == H_ACTIVE_VIDEO + H_FRONT_PORCH + H_SYNC_PULSE + H_BACK_PORCH - 1) begin   
            nextHpos = 0;
        end
        else begin
            nextHpos = hpos + 1;
        end
        if (hpos == H_ACTIVE_VIDEO - 1) begin  
            nextHState = FRONT_PORCH;
        end 
        else if (hpos == H_ACTIVE_VIDEO + H_FRONT_PORCH -1 ) begin  
            nextHState = SYNC_PULSE;
        end
        else if (hpos == H_ACTIVE_VIDEO + H_FRONT_PORCH + H_SYNC_PULSE - 1) begin  
            nextHState = BACK_PORCH;
        end
        else if (hpos == H_ACTIVE_VIDEO + H_FRONT_PORCH + H_SYNC_PULSE + H_BACK_PORCH - 1) begin  
            nextHState = ACTIVE_VIDEO;
        end
        else begin
            nextHState = hState;
        end
        if (vpos == V_ACTIVE_VIDEO + V_FRONT_PORCH + V_SYNC_PULSE + V_BACK_PORCH -1) begin   
            nextVpos = 0;
        end
        else if (hpos == H_ACTIVE_VIDEO + H_FRONT_PORCH + H_SYNC_PULSE + H_BACK_PORCH - 1) begin
            nextVpos = vpos + 1;
        end
        else begin
            nextVpos = vpos;
        end
        if (vpos == V_ACTIVE_VIDEO - 1) begin  
            nextVState = FRONT_PORCH;
        end 
        else if (vpos == V_ACTIVE_VIDEO + V_FRONT_PORCH - 1) begin  
            nextVState = SYNC_PULSE;
        end
        else if (vpos ==  V_ACTIVE_VIDEO + V_FRONT_PORCH + V_SYNC_PULSE - 1) begin  
            nextVState = BACK_PORCH;
        end
        else if (vpos == V_ACTIVE_VIDEO + V_FRONT_PORCH + V_SYNC_PULSE + V_BACK_PORCH - 1) begin  
            nextVState = ACTIVE_VIDEO;
        end
        else begin
            nextVState = vState;
        end
    end
    always_comb begin : OutputLogic
        if (hState == ACTIVE_VIDEO && vState == ACTIVE_VIDEO) begin
                Rout = Rin;
                Gout = Gin;
                Bout = Bin;
                hsync = 1;
                vsync = 1;
        end
        else begin
            Rout = 0;
            Gout = 0;
            Bout = 0;
            if (hState == SYNC_PULSE) begin
                hsync = 0;
            end
            else begin
                hsync = 1;
            end
            if (vState == SYNC_PULSE) begin
                vsync = 0;
            end
            else begin
                vsync = 1;
            end
        end
    end
endmodule
```

==> run_results.csv <==
group,metric,value,unit
timing,min_period,2.14,ns
hold_path,min_to,"vState[1]$_DFF_PN0_",
die,die_area,14400,µm²
synth,ys_dominant_reg_cell,"dfrtp_1",
hold_path,worstHoldPathType,"flop to flop",
drt,ant_nets,0,
clock_tree,cts_hold_buffers,0,
place,gp_congestion,0.857,
worst_setup_path,rr_worst_depth,5,
finish,layout-drive-gt1-share,0.0757,
power_and_ir_drop,power.switching,0.000282,W
power_and_ir_drop,irDropWorstVdd,0.000272,V
timing,slew_viol_final,0,
clock_tree,cts_root_buf,"clkbuf_8",
synth,synthCells,151,
worst_setup_path,worst-path-max-fanout,9,
clock_tree,cts_tree,"built",
hold_path,min-delay-start,"vState[1]$_DFF_PN0_",
drt,wirelength,3790,µm
finish,lay_top_count,"clkdlybuf4s50_1",
synth,edf_count,0,
synth,synth_cell_types,39,
clock_tree,numCtsBuffers,3,
timing,fin_setup_tns,0,ns
clock_tree,clock-sinks,26,
timing,relSlewSlack,0.525,
timing,hold_viol,0,
power_and_ir_drop,swShare,0.284,
power_and_ir_drop,total_power,0.000995,W
place,portBuffers,32,
power_and_ir_drop,combPwrFrac,0.214,
place,hpwl,2910,µm
worst_setup_path,worstSetupPathType,"primary input to flop",
timing,finalSetupViolCount,0,
die,pin_count,33,
worst_setup_path,crit_arrival,2.33,ns
synth,avgSynthCellArea,9.55,µm²
synth,ys_async_sr_fraction,1.00,
synth,ys_seq_frac,0.453,
synth,ys_cells,151,
flow_run,cap_violations,0,
worst_setup_path,cp-end-kind,"flop",
global_route,grt_util_met2,0.0825,
clock_tree,cts_max_level,1,
flow_run,openroad.warnings,27,
global_route,gr-usage-met3,0.0233,
power_and_ir_drop,p_int,0.000712,W
timing,rsz0062_at_grt,"false",
die,row_count,36,
clock_tree,clk_path_buf_depth,2,
synth,syn_area,1440,µm²
global_route,track_usage,0.0528,
clock_tree,clk_latency,0.27,ns
global_route,antenna_found_initial,0,
drt,wire_per_inst,11.9,µm
clock_tree,cts-resized-gates,0,
worst_setup_path,cp-start-kind,"primary input",
power_and_ir_drop,power_density,501,nW/µm²
synth,yosys_area,1440,µm²
power_and_ir_drop,power_frac_clock,0.262,
timing,worst_pin_slew,0.705,ns
global_route,grt_pass1_vias,1212,
drt,drc_errors,0,
die,dieWidth,120,µm
drt,first_pass_iters,4,
drt,first_iter_violations,93,
global_route,grt_first_pass_wirelength,6330,µm
worst_setup_path,reg2reg_slack,0.51,ns
drt,vias,1230,
timing,fmax,0.468,GHz
synth,ys_warn_count,1,
power_and_ir_drop,cellLeakagePower,0.765,nW
finish,lay_top_cells,"32 x clkdlybuf4s50_1, 24 x dfrtp_1, 16 x nand2_1",
global_route,grt-busiest-layer,"met2",
worst_setup_path,cp_data_required_time,2.80,ns
hold_path,hold_depth,1,
synth,ys.flops,26,
worst_setup_path,reg2reg_from,"hpos[0]$_DFFE_PN0P_",
place,dp.cells,314,
finish,n_fill_cell,1085,
timing,skew,0.00396,ns
timing,fin_crit_sh,0.822,
clock_tree,post-cts-setup-buffers,0,
drt,antenna_cells,0,
drt,vias_per_cell,3.87,
global_route,grt_use_met1,0.0695,
status,outcome,"completed",
die,fp_util,0.148,
finish,seqCellArea,653,µm²
finish,mi_logic_area,733,µm²
die,core-area,9770,µm²
finish,final_cells,318,
finish,areaGrowthSynthToFinish,37.6,%
clock_tree,clk_pin_slew_worst_paths,0.09,ns
worst_setup_path,r2r-end,"vpos[3]$_DFFE_PN0P_",
global_route,grt_max_degree,27,
global_route,gr-total-overflow,0,
power_and_ir_drop,seqPwrFrac,0.524,
die,dieHeight,120,µm
-- worst max path at each step --
stage                   from             endpoint  slack, ns
after CTS             enable  vpos[3]$_DFFE_PN0P_       0.48
after global routing  enable  vpos[3]$_DFFE_PN0P_       0.39
final                 enable  vpos[3]$_DFFE_PN0P_       0.46
-- worst max-delay path, stage by stage --
cell             delay, ns
clkdlybuf4s50_1       0.53
nand4_4               0.16
or4_4                 0.61
or3_1                 0.37
a21oi_1               0.14
-- cell type report --
cell class / instances / area share
timing repair buffer: 36 / 0.177
tap: 133 / 0.0839
inverter: 7 / 0.0132
multi-input combinational: 112 / 0.369
clock buffer: 4 / 0.0277
sequential: 26 / 0.329
-- metrics by stage --
step           utilization  setup slack, ns  cell area (µm²)  hold slack [ns]
3_5_place_dp         0.197            0.183             1930            0.510
2_1_floorplan            -            0.655             1440            0.224
4_1_cts              0.203            0.476             1980            0.533
5_1_grt              0.203            0.390             1980            0.562
6_report             0.203            0.463             1980            0.526
3_3_place_gp         0.197            0.200             1930            0.507
-- power groups by stage --
stage,clock (W),sequential (W),combinational [W]
5_1_grt,0.000289,0.000532,0.000239
4_1_cts,0.000274,0.000520,0.000218
6_report,0.000261,0.000521,0.000213
-- logic make-up after synthesis --
kind of cell	after synthesis	synth area share
xor+xnor	13	0.0789
simple gates	72	0.285
mux	2	0.0139
flops	26	0.453
fa+ha+maj	4	0.0347
compound gates	21	0.0954
buf+inv	13	0.0390
-- state kept, by name (all words and copies together) (netlist names) --
register / count
hState: 2
hpos: 11
vState: 2
vpos: 11
-- cells in the mapped netlist, types with 5 or more instances --
| cell type | count | area share |
|---|---|---|
| nand3_1 | 8 | 0.028 |
| dfrtp_1 | 24 | 0.42 |
| nor2_1 | 9 | 0.023 |
| nor4_1 | 5 | 0.022 |
| nand2_1 | 16 | 0.042 |
| o21ai_0 | 5 | 0.017 |
| clkbuf_1 | 5 | 0.013 |
| inv_1 | 7 | 0.018 |
| nor3_1 | 6 | 0.021 |
| xnor2_1 | 8 | 0.049 |
| xor2_1 | 5 | 0.030 |
-- metal layers --
metal	vias up	part of all wire
li1	605	-
met1	587	0.47
met2	36	0.44
met3	2	0.090
met4	0	0.0042
met5	-	0
No activity file was given, so power comes from the tool's default toggle rates.
